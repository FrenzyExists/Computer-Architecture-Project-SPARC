<file path="flow/design.v">
 module pipeline_IF_ID (
    input wire         reset, LE, clk, clr,
    input wire [31:0]  PC,
    input wire [31:0]  instruction,
    output reg [31:0] PC_ID_out,         
    output reg [21:0] I21_0,             
    output reg [29:0] I29_0,             
    output reg        I29_branch_instr,  
    output reg [4:0]  I18_14,             
    output reg [4:0]  I4_0,               
    output reg [4:0]  I29_25,             
    output reg [3:0]  I28_25,             
    output reg [31:0] instruction_out   
    );
    always@(posedge clk) begin
        if (reset) begin 
            I21_0                <= 21'b0;
            I29_0                <= 29'b0;
            I29_branch_instr     <= 32'b0;
            I18_14               <= 32'b0;
            I4_0                 <= 5'b0;
            I29_25               <= 5'b0;
            I28_25               <= 5'b0;
            instruction_out      <= 32'b0;
            PC_ID_out            <= 32'b0;
        end else begin
            I21_0                <= instruction[21:0];
            I29_0                <= instruction[29:0];
            I29_branch_instr     <= instruction[29];
            I18_14               <= instruction[18:14];
            I4_0                 <= instruction[4:0];
            I29_25               <= instruction[29:25];
            I28_25               <= instruction[28:25]; 
            instruction_out      <= instruction;
            PC_ID_out            <= PC;
        end
    end 
endmodule
module pipeline_ID_EX (
    input clk, clr,  
    input  wire [18:0] ID_control_unit_instr,       
    input  wire [31:0] PC,
    input  wire [4:0]  ID_RD_instr,
    input  wire [21:0] Imm22,                      
    input wire [31:0] ID_MX1,
    input wire [31:0] ID_MX2,
    input wire [31:0] ID_MX3,
    output reg [31:0] EX_MX1,
    output reg [31:0] EX_MX2,
    output reg [31:0] EX_MX3,
    output reg [31:0] PC_EX,
    output reg [3:0]  EX_IS_instr,                 
    output reg [3:0]  EX_ALU_OP_instr,
    output reg [4:0]  EX_RD_instr,
    output reg        EX_CC_Enable_instr,         
    output reg [21:0] EX_Imm22,
    output reg [9:0]  EX_control_unit_instr       
);
    always @(posedge clk) begin
        if (clr) begin
            PC_EX                       <= 32'b0;
            EX_IS_instr                 <= 4'b0;
            EX_ALU_OP_instr             <= 4'b0;
            EX_control_unit_instr       <= 10'b0;
            EX_RD_instr                 <= 5'b0;
            EX_CC_Enable_instr          <= 1'b0;
            EX_Imm22                    <= 22'b0;
            EX_MX1                      <= 32'b0;
            EX_MX2                      <= 32'b0;
            EX_MX3                      <= 32'b0; 
        end else begin
            PC_EX                       <= PC;
            EX_IS_instr                 <= ID_control_unit_instr[14:11];
            EX_ALU_OP_instr             <= ID_control_unit_instr[18:15];
            EX_control_unit_instr       <= ID_control_unit_instr[9:0];
            EX_RD_instr                 <= ID_RD_instr;
            EX_CC_Enable_instr          <= ID_control_unit_instr[10];
            EX_Imm22                    <= Imm22;
            EX_MX1                      <= ID_MX1;
            EX_MX2                      <= ID_MX2;
            EX_MX3                      <= ID_MX3;
        end
    end
endmodule
module pipeline_EX_MEM (
    input wire clk, clr,
    input wire [9:0]    EX_control_unit_instr,
    input wire [31:0]   PC,
    input wire [4:0]    EX_RD_instr,
    input wire [31:0]   EX_ALU_OUT,
    input wire [31:0]   EX_MX3,
    output reg [31:0]   MEM_ALU_OUT,
    output reg [4:0]    Data_Mem_instructions,
    output reg [2:0]    Output_Handler_instructions,
    output reg          MEM_control_unit_instr,
    output reg          Store_instr,
    output reg [31:0]   PC_MEM,
    output reg [4:0]    MEM_RD_instr,
    output reg [31:0]   MEM_MX3
);
    always @(posedge clk) begin
        if (clr) begin
            MEM_ALU_OUT                  <= 32'b0;
            Data_Mem_instructions        <= 5'b0;
            Output_Handler_instructions  <= 3'b0;
            MEM_control_unit_instr       <= 1'b0;
            Store_instr                  <= 1'b0;
            MEM_RD_instr                 <= 5'b0;
            PC_MEM                       <= 32'b0;
            MEM_MX3                      <= 32'b0;
        end else begin
            MEM_ALU_OUT                  <= EX_ALU_OUT;
            Data_Mem_instructions        <= EX_control_unit_instr[9:5];
            Output_Handler_instructions  <= EX_control_unit_instr[2:0];  
            MEM_control_unit_instr       <= EX_control_unit_instr[4];
            Store_instr                  <= EX_control_unit_instr[3];
            MEM_RD_instr                 <= EX_RD_instr;
            PC_MEM                       <= PC;
            MEM_MX3                      <= EX_MX3;
        end
    end
endmodule
module pipeline_MEM_WB (
    input wire clk, clr,
    input wire [4:0]   MEM_RD_instr,
    input wire [31:0]  MUX_out,
    input wire         MEM_control_unit_instr,
    output reg [4:0]   WB_RD_instr,
    output reg [31:0]  WB_RD_out,
    output reg         WB_Register_File_Enable
    );
    always@(posedge clk) begin
        if (clr) begin
            WB_RD_instr                 <= 5'b0;
            WB_RD_out                   <= 32'b0; 
            WB_Register_File_Enable     <= 1'b0;
        end else begin 
            WB_RD_instr                 <= MEM_RD_instr;
            WB_RD_out                   <= MUX_out;
            WB_Register_File_Enable     <= MEM_control_unit_instr;
        end
    end
endmodule
</file>
<file path="flow/run.sh">
#!/bin/bash
# OpenROAD 26Q1-2900-gdf79404cd8, Yosys 0.63+post, stock flow scripts
make -C /OpenROAD-flow-scripts/flow DESIGN_CONFIG=/design/flow/config.mk WORK_HOME=/design/flow/orfs finish
</file>
<file path="flow/config.mk">
export PLATFORM = sky130hd
export DESIGN_NAME = pipeline_EX_MEM
export DESIGN_NICKNAME = pipeline_EX_MEM
export VERILOG_FILES = /design/flow/design.v
export SDC_FILE = /design/flow/constraint.sdc
export NUM_CORES = 4
export LEC_CHECK = 1
export CORE_UTILIZATION = 40
</file>
<file path="flow/constraint.sdc">
current_design pipeline_EX_MEM

set clk_period 1.0
set clk_io_pct 0.2

create_clock -name clk0 -period $clk_period [get_ports {clk}]

set non_clock_inputs [all_inputs -no_clocks]
set_input_delay [expr $clk_period * $clk_io_pct] -clock clk0 $non_clock_inputs
set_output_delay [expr $clk_period * $clk_io_pct] -clock clk0 [all_outputs]
</file>
==> reports/results.txt <==
Final Non-Filler Cells -> 565
Number of gates resized after cts -> 351
Detailed Routing Iterations Pass 1 -> 2
Worst setup path end -> PC_MEM[29]
YS chip area -> 2980 um2
WL final -> 7.67 mm
Die Width -> 88.3 um
CTS H-Tree Depth -> 3
Slew HR -> 0.819
Post-layout min period -> 992 ps
Synthesized instance count -> 234
Registers, synthesis -> 111
LEAKAGE -> 2.29 nW
Critical path arrival -> 790 ps
Critical path's largest stage delay -> 330 ps
Critical path depth -> 1
Detail Route Antenna Nets -> 0
Reg power frac -> 0.558
Crit path cell chain -> buf_2
Pwr Density -> 1680 nW/um2
Worst-path clk slew -> 100 ps
Yosys warnings -> 1
Vias in the first global route -> 2098
Tally of OpenROAD warnings -> 28
Core area -> 7210 um2
Number of CTS-inserted buffers -> 9
WS Path Type -> flop to primary output
Final instance area -> 5030 um2
WL per Instance -> 13.6 um
Mapped cell area -> 2980 um2
Crit path required time -> 800 ps
Crit path buf inv count -> 1
Initial antenna violation count -> 0
Crit end category -> primary output
Yosys cell count -> 234
Largest delay contributor family on the critical path -> flip-flops
Peak VDD IR -> 856 uV
Clock power frac -> 0.339
Critical Path Source Type -> flop
Vias per cell -> 4.09
Placed cell count -> 549
DRC Markers -> 0
Root buf cell -> clkbuf_8
Synth area leader -> dfxtp_1
GR Overflow Total -> 0
Sw Ratio -> 0.193
Worst hold-check path type -> primary input to flop
Initial DRC count -> 32
Synthesis-to-layout area growth -> 68.8%
Unrepaired setup endpoints after global routing -> true
Int Pwr -> 6.80 mW
Boundary Pins -> 224
Distinct lib cells -> 4
Logic gate share of total power -> 0.103
Die area -> 7800 um2
Layout cells sized above 1 -> 0.303
Post-CTS Hold Fix Bufs -> 0
Fmax -> 1.01 GHz
DP Area -> 5350 um2
HPWL Detailed -> 5.88 mm
Outcome -> complete, no violations
Area leader share -> 0.746
Total setup buffers inserted after CTS -> 0
Init Core Util -> 0.413
Final Hold Fails -> 0
Number of antenna diodes -> 0
I/O Buffers -> 223
CTS tree -> yes
Tot GR Track Use -> 0.191
Setup violators final -> 0
Share of flip-flops with an asynchronous set or reset -> 0
Most common reg cell -> dfxtp_1
CP startpoint -> PC_MEM[29]$_SDFF_PP0_
NetSw -> 1.63 mW
Cycle use final -> 0.992
Worst Path Max Fanout -> 1
Mean Syn Cell Area -> 12.7 um2
CTS Buffer Depth -> 2
Worst slew pin tran -> 271 ps
GPL Wtd Cong -> 0.763
First-pass GRT wire length -> 10.8 mm
Slowest stage cell, crit path -> dfxtp_2
Most frequent cells after synthesis -> dfxtp_1 (111), nor2b_1 (111), buf_2 (11)
Pin count of the biggest net entering global routing -> 28
CTS Sinks -> 111
Post-synth area hogs -> dfxtp_1 (75%), nor2b_1 (23%), buf_2 (1.8%), buf_4 (0.25%)
Max-cap violations -> 0
Rows -> 31
Seq share, synth -> 0.746
Via count -> 2310
Count of library flops with an enable pin -> 0
DIE HEIGHT -> 88.3 um
Final tally of max-slew violations -> 0
==> kinds of logic after synthesis <==
kind of cell | after synthesis | share of synthesized area
and+or+nand+nor | 111 | 0.233
buffers and inverters | 12 | 0.0210
DFF | 111 | 0.746
==> placed cells by master, fill, tap and decap left out, drive strengths merged <==
cell type / instances
clkinvlp: 1
clkinv: 2
dfxtp: 111
buf: 117
bufinv: 2
clkbuf: 11
nor2b: 111
clkdlybuf4s50: 111
==> state kept, by name, indices dropped and copies added (netlist names) <==
| signal | flops |
|---|---|
| Output_Handler_instructions | 3 |
| PC_MEM | 32 |
| Store_instr | 1 |
| MEM_MX3 | 32 |
| MEM_ALU_OUT | 32 |
| MEM_control_unit_instr | 1 |
| Data_Mem_instructions | 5 |
| MEM_RD_instr | 5 |
==> stage by stage <==
stage / worst slack (ps) / total power [mW] / util / setup TNS (ps) / hold WS (ps)
2_1_floorplan: 344 / 4.96 / - / 0 / 328
4_1_cts: -15.4 / 8.53 / 0.696 / -22.6 / 190
5_1_grt: -36.3 / 8.81 / 0.697 / -328 / 215
6_report: 8.10 / 8.43 / 0.697 / 0 / 211
3_3_place_gp: 9.41 / 5.89 / 0.741 / 0 / 568
3_5_place_dp: 11.9 / 5.91 / 0.741 / 0 / 569
==> power groups by stage <==
stage | clock network (mW) | logic, mW | registers [mW]
4_1_cts | 2.95 | 0.883 | 4.70
5_1_grt | 3.12 | 0.954 | 4.73
6_report | 2.85 | 0.871 | 4.70
==> cell type report <==
class | instances | area [um2]
Clock buffer | 11 | 141
Clock inverter | 5 | 81.3
Fill cell | 574 | 2180
Multi-Input combinational cell | 111 | 694
Sequential cell | 111 | 2230
Tap cell | 99 | 124
Timing Repair Buffer | 228 | 1760
==> how the worst min path moves through the flow <==
stage / from / to / slack [ps] / cells past startpoint
final: clr / PC_MEM[3]$_SDFF_PP0_ / 210 / 2
after global routing: clr / PC_MEM[4]$_SDFF_PP0_ / 210 / 2
after CTS: clr / PC_MEM[3]$_SDFF_PP0_ / 190 / 2
==> per-layer routing <==
| metal | up-vias | global-route usage | share of wire |
|---|---|---|---|
| li1 | 1150 | - | - |
| met4 | 0 | 0.0587 | 0.032 |
| met5 | - | 0 | 0 |
| met3 | 19 | 0.0577 | 0.11 |
| met1 | 1014 | 0.253 | 0.39 |
| met2 | 127 | 0.311 | 0.47 |
Power figures rest on the tool's default switching activity, not on a simulated workload.
