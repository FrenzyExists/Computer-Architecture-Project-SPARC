==> flow/design.v <==
module alu (
    input [31:0] a,
    input [31:0] b, 
    input cin, 
    input [3:0] opcode, 
    output reg  [31:0] y,
    output reg [3:0] flags
    );
    reg [32:0] carry;
    always @* begin
        case (opcode)    
            4'b0000: begin
                {carry, y} = a + b;  
                flags = {y == 32'b0, y[31], carry[0], ((~a[31] && ~b[31] && y[31]) | (a[31] && b[31] && ~y[31]))};
            end
            4'b0001: begin
                {carry, y} = a + b + cin;  
                flags = {y == 32'b0, y[31], carry[0], ((~a[31] && ~b[31] && y[31]) | (a[31] && b[31] && ~y[31]))};
            end
            4'b0010: begin
                {carry, y} = a - b;
                flags = {y == 32'b0, y[31] == 1'b1, carry[32], ({carry, y[31]} == 2'b01)};
            end
            4'b0011: begin 
                {carry, y} = a - b - cin;
                flags = {y == 32'b0, y[31] == 1'b1, carry[32], ({carry, y[31]} == 2'b01)};
            end
            4'b0100: begin
                {carry, y} = a && b;
                flags = {y == 32'b0, y[31] == 1'b1, 1'b0, 1'b0};
            end
            4'b0101: begin
                {carry, y} = a | b;
                flags = {y == 32'b0, y[31] == 1'b1, 1'b0, 1'b0};
            end
            4'b0110: begin
                {carry, y} = a ^ b;
                flags = {y == 32'b0, y[31] == 1'b1, 1'b0, 1'b0};
            end
            4'b0111: begin
                {carry, y} = ~(a ^ b);
            end
            4'b1000: begin
                {carry, y} = a && ~b;
                flags = {y == 32'b0, y[31] == 1'b1, 1'b0, 1'b0};
            end
            4'b1001: begin
                {carry, y} = a ^ ~b;
                flags = {y == 32'b0, y[31] == 1'b1, 1'b0, 1'b0};
            end
            4'b1010: {carry, y} = a << b;
            4'b1011: {carry, y} = a >> b;
            4'b1100: {carry, y} = $signed(a) >>> b[4:0];
            4'b1101: {carry, y} = a;
            4'b1110: {carry, y} = b;
            4'b1111: {carry, y} = ~b;
        endcase
    end
endmodule
==> flow/run.sh <==
#!/bin/bash
# OpenROAD 26Q1-2900-gdf79404cd8, Yosys 0.63+post, stock flow scripts
make -C /OpenROAD-flow-scripts/flow DESIGN_CONFIG=/design/flow/config.mk WORK_HOME=/design/flow/orfs finish
==> flow/config.mk <==
export PLATFORM = sky130hd
export DESIGN_NAME = alu
export DESIGN_NICKNAME = alu
export VERILOG_FILES = /design/flow/design.v
export SDC_FILE = /design/flow/constraint.sdc
export NUM_CORES = 4
export LEC_CHECK = 1
export CORE_UTILIZATION = 50
==> flow/constraint.sdc <==
current_design alu

set clk_period 21.0
set clk_io_pct 0.2

create_clock -name clk0 -period $clk_period

set non_clock_inputs [all_inputs -no_clocks]
set_input_delay [expr $clk_period * $clk_io_pct] -clock clk0 $non_clock_inputs
set_output_delay [expr $clk_period * $clk_io_pct] -clock clk0 [all_outputs]
==> PnR_summary.wiki <==
== Metrics ==
{| class="wikitable"
! Metric !! Value
|-
| Status || finished, final reports clean
|-
| Endpoint required time on the critical path || approximately 17 ns
|-
| Final Critical Period || 15.13 ns
|-
| Die extent in y || between 150 and 200 microns
|-
| Worst hold margin || about 9.4 ns
|-
| Register pins left without a clock || 4
|-
| Number of gates given a new drive strength after cts || 0
|-
| Critical Path Sink Type || output pin
|-
| Global-route wire length before repair || 108000 microns
|-
| Proportion of netlist area held by the largest area contributor || a little under a tenth
|-
| Final-report setup violation count || 0
|-
| Number of different library cells in the post-synthesis netlist || 113
|-
| Post-synth tally of flip-flops with integrated enable || 0
|-
| Hold worst-path end || y[1]
|-
| Total of warnings raised by yosys || 1
|-
| Peak clock frequency supported by timing || approximately 66 MHz
|-
| HP Start || b[3]
|-
| Total I/O pin count || 105
|-
| Type of the setup path with the least slack || in -> out
|-
| Hold Buf Count CTS || 0
|-
| Arrival time at the worst endpoint || about 11 ns
|-
| Row count || approximately 60
|-
| Switching power share of the total || between 60% and 70%
|-
| Number of filler cells placed in the layout || approximately 2600
|-
| Chip footprint || 28100 sq um
|-
| Pin count of the biggest net entering global routing || between 70 and 80
|-
| Switching pwr || 329 uW
|-
| Post-DP HPWL || slightly below 60000 microns
|-
| Startpoint Class || input pin
|-
| Share of the clock period used by the worst path after layout || 72.1%
|-
| Flip-flop count of the largest register after layout || 4
|-
| Via count of the first global-routing pass || between 15000 and 20000
|-
| WL per Instance || roughly 29 microns
|-
| Hold Crit Class || in -> out
|-
| Initial Util || 50.9%
|-
| First-pass detailed-route iteration total || 10
|-
| Slew margin rel. || around 17%
|-
| Leakage power || ~0.0056 uW
|-
| Setup TNS || 0 ns
|-
| Cells after synthesis || about 2200
|-
| Worst hold path cell count || 4
|-
| Max-capacitance violation count || 0
|-
| Detailed-route DRC error count || 0
|-
| Core outline area || ~27000 sq um
|-
| Maximum fanout along the worst path || 27
|-
| Number of DRC violations after detailed-routing iteration 0 || between 3000 and 4000
|-
| Share of layout cells above drive strength 1 || under 10%
|-
| Slew at the pin closest to its max-slew limit || 1.24 ns
|-
| Cell Int Power || ~180 uW
|-
| Most frequently used cell type in the post-synthesis netlist || sky130_fd_sc_hd__nor2_1
|-
| Number of logged tool warnings || 97
|-
| Power density normalized to cell area || around 34 nW/um^2
|-
| Number of register bits inferred by synthesis || 4
|-
| Number of buffers added on ports || approximately 110
|-
| Dominant cell type by area after synthesis || sky130_fd_sc_hd__ha_1
|-
| Per-cell via count in the routed design || roughly 7.4
|-
| Ys async rst share || 0%
|-
| Growth of design area from synthesis to finish || 8.59%
|-
| Initial antenna violation count || 1
|-
| Count of endpoints failing hold in the final timing report || 0
|-
| Prevailing post-synth register cell || sky130_fd_sc_hd__dlxtn_1
|-
| Post-CTS setup buffer count || 0
|-
| Width of the die || roughly 170 microns
|-
| Residual antenna-violating net count after detailed routing || 0
|-
| Cell area after synthesis || 13700 sq um
|-
| Total vias in the final route || approximately 19000
|-
| Number of unconstrained endpoints || 8
|-
| GRT overflow || 0
|-
| Routability-driven placement congestion ratio || roughly 1.2
|-
| Yosys cell count || between 2000 and 2500
|-
| Total wire length after detailed routing || 74200 microns
|-
| Average instance area after synthesis || between 6 and 7 sq um
|-
| Cell types occupying the most area after synthesis || sky130_fd_sc_hd__ha_1, sky130_fd_sc_hd__a21oi_1, sky130_fd_sc_hd__o21ai_0, sky130_fd_sc_hd__nor2_1, sky130_fd_sc_hd__nand2_1
|-
| Most instantiated cells after synthesis || sky130_fd_sc_hd__nor2_1, sky130_fd_sc_hd__nand2_1, sky130_fd_sc_hd__a21oi_1, sky130_fd_sc_hd__o21ai_0, sky130_fd_sc_hd__inv_1
|-
| Share of the core filled with cells || about 55%
|-
| Max rail drop VDD || 22.7 uV
|-
| Unrepaired setup endpoints after global routing || false
|-
| Max-slew violation count || 0
|-
| Global Route Usage Sum || around 52%
|-
| Area figure in the yosys stat output || 13700 sq um
|}
==> cell families after synthesis <==
logic type / count (synthesis) / share of synthesized area, %
and+or+nand+nor: 899 / 32.9
AOI/OAI and AO/OA: 783 / 37.8
buffers and inverters: 259 / 7.62
adders and majority gates: 103 / 9.51
xor gates and xnor gates: 84 / 5.42
muxes: 79 / 6.28
latches: 4 / 0.438
==> worst max-delay path: stages <==
cell                              delay, ns
sky130_fd_sc_hd__clkdlybuf4s50_1       0.46
sky130_fd_sc_hd__buf_4                 0.32
sky130_fd_sc_hd__clkinv_1              0.61
sky130_fd_sc_hd__ha_1                  0.85
sky130_fd_sc_hd__a21o_1                0.31
sky130_fd_sc_hd__a221oi_2              0.63
sky130_fd_sc_hd__xnor2_1               0.37
sky130_fd_sc_hd__nand4bb_1             0.24
sky130_fd_sc_hd__nor3_2                0.40
sky130_fd_sc_hd__nand4_1               0.41
sky130_fd_sc_hd__nor4_2                0.62
sky130_fd_sc_hd__nand4_1               0.32
sky130_fd_sc_hd__nand2_1               0.18
sky130_fd_sc_hd__a21boi_0              0.23
sky130_fd_sc_hd__a221oi_1              0.13
sky130_fd_sc_hd__a21oi_1               0.15
sky130_fd_sc_hd__clkdlybuf4s50_1       0.48
==> worst max-delay path by stage <==
stage / from / to / slack, ns / cells after the start
4_1_cts: b[4] / y[30] / 6.22 / 17
5_1_grt: b[4] / y[30] / 5.62 / 17
6_report: b[4] / y[28] / 5.87 / 17
==> power groups by stage <==
stage    clock network, uW  logic (uW)  registers [uW]
4_1_cts                  0         480            1.18
5_1_grt                  0         531            1.23
==> layout by cell type, fill, tap and decap left out, types with 17 or more instances in the layout <==
master,synthesis,routed
sky130_fd_sc_hd__nor3_1,80,79
sky130_fd_sc_hd__o31ai_1,17,17
sky130_fd_sc_hd__o221ai_1,19,19
sky130_fd_sc_hd__clkdlybuf4s50_1,0,101
sky130_fd_sc_hd__and3_1,23,23
sky130_fd_sc_hd__a221oi_1,18,18
sky130_fd_sc_hd__ha_1,101,101
sky130_fd_sc_hd__a21oi_1,206,206
sky130_fd_sc_hd__nor2b_1,17,17
sky130_fd_sc_hd__o2111ai_1,22,22
sky130_fd_sc_hd__o21ai_0,193,193
sky130_fd_sc_hd__inv_1,102,102
sky130_fd_sc_hd__buf_4,4,45
sky130_fd_sc_hd__xnor2_1,68,68
sky130_fd_sc_hd__nor2_1,238,236
sky130_fd_sc_hd__nand3_1,57,57
sky130_fd_sc_hd__or3_1,23,23
sky130_fd_sc_hd__a211oi_1,55,55
sky130_fd_sc_hd__nand2_1,226,226
sky130_fd_sc_hd__nand4_1,61,61
sky130_fd_sc_hd__a31oi_1,17,17
sky130_fd_sc_hd__mux2i_1,59,59
sky130_fd_sc_hd__o211ai_1,21,21
sky130_fd_sc_hd__a21o_1,20,20
sky130_fd_sc_hd__nand2b_1,27,27
sky130_fd_sc_hd__nor4_1,43,42
sky130_fd_sc_hd__o22ai_1,19,19
==> final cells by class <==
cell class              count  area [sq um]  area share [%]
diodes                      1          2.50          0.0168
inverters                 110           413            2.77
multi-input cells        1948         12600            84.8
flip-flops and latches      4          60.1           0.403
well taps                 341           427            2.87
repair buffers            149          1360            9.16
==> per-stage QoR <==
step / power, uW / setup WS [ns] / instance area (sq um) / instances
3_3_place_gp: 479 / 6.45 / 14900 / 2552
3_5_place_dp: 479 / 6.25 / 14900 / 2552
2_1_floorplan: 311 / 8.24 / 13700 / 2211
6_report: 506 / 5.87 / 14900 / 2553
5_1_grt: 532 / 5.62 / 14900 / 2552
4_1_cts: 481 / 6.22 / 14900 / 2552
==> metal layers <==
layer  vias to the layer above  GRT usage (%)  wire [microns]
li1                       8336              -               -
met1                      8428           68.7           27300
met2                      1694           73.0           28600
met3                       351           19.8           12300
met4                         2           30.2            5920
met5                         -              0              13
Power figures rest on the tool's default switching activity, not on a simulated workload.
