==> ./run.sh <==
#!/bin/bash
# OpenROAD 26Q1-2900-gdf79404cd8, Yosys 0.63+post, stock flow scripts
make -C /OpenROAD-flow-scripts/flow DESIGN_CONFIG=/design/flow/config.mk WORK_HOME=/design/flow/orfs finish
==> ./config.mk <==
export PLATFORM = sky130hd
export DESIGN_NAME = source_operand
export DESIGN_NICKNAME = source_operand
export VERILOG_FILES = /design/flow/design.v
export SDC_FILE = /design/flow/constraint.sdc
export NUM_CORES = 4
export LEC_CHECK = 1
export CORE_AREA = 10 10 72 72
export DIE_AREA = 0 0 82 82
==> ./constraint.sdc <==
current_design source_operand

set clk_period 4.7
set clk_io_pct 0.2

create_clock -name clk0 -period $clk_period

set non_clock_inputs [all_inputs -no_clocks]
set_input_delay [expr $clk_period * $clk_io_pct] -clock clk0 $non_clock_inputs
set_output_delay [expr $clk_period * $clk_io_pct] -clock clk0 [all_outputs]
==> ./design.v <==
module source_operand (
    input [31:0]       R,
    input [21:0]       Imm,
    input [3:0]        IS,
    output reg [31:0]  N
    );
    always @(*) begin
        case(IS)        
            4'b0000: N = {Imm, 10'b0};  
            4'b0001: N = {Imm, 10'b0};
            4'b0010: N = {Imm, 10'b0};
            4'b0011: N = {Imm, 10'b0};
            4'b0100: begin
                if (Imm[21] == 1'b1)  
                    N = {10'b1111111111, Imm};  
                else
                    N = {10'b0000000000, Imm};  
            end
            4'b0101: begin
                if (Imm[21] == 1'b1)  
                    N = {10'b1111111111, Imm};  
                else
                    N = {10'b0000000000, Imm};  
            end
            4'b0110: begin
                if (Imm[21] == 1'b1)  
                    N = {10'b1111111111, Imm};  
                else
                    N = {10'b0000000000, Imm};  
            end
            4'b0111: begin
                if (Imm[21] == 1'b1)  
                    N = {10'b1111111111, Imm};  
                else
                    N = {10'b0000000000, Imm};  
            end
            4'b1000: N = R;
            4'b1001: begin
                if (Imm[21] == 1'b1)  
                    N = {22'b1111111111111111111111, Imm[12:0]};  
                else
                    N = {22'b0000000000000000000000, Imm[12:0]};  
            end
            4'b1010: N = {27'b0, R[4:0]};
            4'b1011: N = {27'b0, Imm[4:0]};
            4'b1100: N = R;        
            4'b1101: begin
                if (Imm[21] == 1'b1)  
                    N = {22'b1111111111111111111111, Imm[12:0]};  
                else
                    N = {22'b0000000000000000000000, Imm[12:0]};  
            end
            4'b1110: N = R;
            4'b1111: begin
                if (Imm[21] == 1'b1)  
                    N = {22'b1111111111111111111111, Imm[12:0]};  
                else
                    N = {22'b0000000000000000000000, Imm[12:0]};  
            end
        endcase
    end
endmodule
==> results.json <==
{
  "peakVddDrop_mv": 0.0591,
  "nFillCells": 373,
  "grt_use_total_pct": 10.8,
  "placed_cells": 238,
  "start_kind": "primary input",
  "max-cap-violations": 0,
  "grt_pass1_vias": 1194,
  "path_buffers": 2,
  "gr-total-overflow": 0,
  "rows": 22,
  "drive_gt1_share_pct": 6.84,
  "crit_family": "buffers and inverters",
  "path_max_fanout": 14,
  "hold_viol": 0,
  "syn_inst": 104,
  "fmax_mhz": 240,
  "setup_tns_ns": 0,
  "crit_path_frequent_cell": "clkdlybuf4s50_1",
  "synth_warnings": 1,
  "switchingPower_mw": 0.0490,
  "wl_per_cell_um": 16.1,
  "first_iter_violations": 30,
  "maxSlewViolCount": 0,
  "ys_chip_area_sq_um": 603,
  "finalSetupViolations": 0,
  "gpl.final_weighted_congestion": 0.831,
  "place_area_sq_mm": 0.00155,
  "core_area_sq_mm": 0.00369,
  "clkbuf_count": 0,
  "critical-path-slowest-cell": "clkdlybuf4s50_1",
  "first_pass_iters": 4,
  "tool_warnings": 32,
  "arrival_ns": 3.22,
  "cp-end-kind": "output pin",
  "post-place-ws_ns": 0.502,
  "ff_count": 0,
  "post_cts_buffers": 0,
  "route.vias.total": 1074,
  "synth_cell_types": 21,
  "power.density_mw_per_mm2": 103,
  "tightest_slew_ns": 0.774,
  "max-slew-margin-rel_pct": 48.4,
  "rsz0062_at_grt": "no",
  "drc": 0,
  "syn_area_sq_um": 603,
  "fin_cells": 238,
  "final-seq-area_sq_um": 0,
  "stdcell_area_sq_mm": 0.00155,
  "grt_pass1_wl_mm": 5.89,
  "yosysCellCount": 104,
  "fp_util_pct": 16.4,
  "syn_to_final_growth_pct": 156,
  "timing.final.crit_share_pct": 88.6,
  "hold_buffers": 0,
  "hp-class": "primary input to output pin",
  "grt_antenna_before_repair": 0,
  "worstPathCellList": "clkdlybuf4s50_1 -> nand2b_1 -> a21oi_1 -> a221oi_1 -> nor2_1 -> clkdlybuf4s50_1",
  "ctsResizeCount": 0,
  "ys_seq_share_pct": 0,
  "min_period_ns": 4.16,
  "drt_wl_total_mm": 3.83,
  "top_cell_area_share_pct": 16.2,
  "final_antenna_net_count": 0,
  "dpl.hpwl_mm": 3.22,
  "power_frac_seq_pct": 0,
  "intPower_mw": 0.110,
  "die_x_um": 82,
  "slowest_delay_ns": 0.73,
  "top_level_ports": 90,
  "insertedDiodeCount": 0,
  "clkPwrFrac_pct": 0,
  "dieArea_sq_mm": 0.00672,
  "grt_max_degree": 22,
  "switching_share_pct": 30.8,
  "status": "complete, no violations",
  "critical_path_class": "primary input to output pin",
  "area_leaders": "nor2_1 16%, a21oi_1 16%, a22o_1 15%, a22oi_1 10%, mux2_2 9.3%",
  "largest_area_cell": "nor2_1",
  "p_leak_nw": 0.588,
  "die_h_um": 82,
  "io_buffers": 90,
  "p_comb_share_pct": 100.0,
  "vias_per_cell": 4.51,
  "worst_slack_ns": 0.536,
  "required_ns": 3.76,
  "avgSynthCellArea_sq_um": 5.80
}
## layer usage
metal / GRT usage (%) / share of wire, % / vias up
met3: 4.85 / 13 / 0
met1: 13.9 / 44 / 466
met5: 0 / 0 / -
li1: - / - / 553
met4: 0 / 0 / 0
met2: 17.2 / 43 / 55
## tightest hold or removal path, delay by kind of cell
kind / cells / cell delay (ns)
buf+inv: 2 / 0.79
compound gates: 1 / 0.06
simple gates: 1 / 0.05
## cells in the mapped netlist
cell type and n:
nand2_1 11, inv_1 3, nor2b_1 2, mux2_2 5, o21ai_2 1, clkbuf_1 2, a221oi_1 3, buf_6 1
a21oi_1 19, a21boi_0 1, o21ai_1 1, o21ai_0 2, nor2_1 26, a22o_1 10, o22ai_1 1, buf_4 3
buf_2 2, a22oi_1 8, or2_2 1, nor2b_4 1, nand2b_1 1
## metrics by stage
| step | hold WS [ns] | power (mW) | utilization, % |
|---|---|---|---|
| finish | 2.79 | 0.159 | 41.9 |
| global route | 2.81 | 0.174 | 41.9 |
| CTS | 2.80 | 0.162 | 41.9 |
| detailed placement | 2.79 | 0.161 | 41.9 |
| global placement | 2.80 | 0.160 | 41.9 |
| floorplan | 1.94 | 0.0431 | - |
## worst paths after layout
path	endpoint	cells after the start	from
setup / recovery	N[11]	6	IS[3]
hold / removal	N[30]	4	R[30]
## power groups by stage
stage	Sequential [mW]	Combinational [mW]	Clock, mW
finish	0	0.159	0
global route	0	0.174	0
CTS	0	0.162	0
## cells by family (layout without fill, tap and decap cells)
| group | Yosys count | after routing | share of synthesized area [%] |
|---|---|---|---|
| simple gates | 42 | 42 | 29.5 |
| buf+inv | 11 | 97 | 10.4 |
| mux | 5 | 5 | 9.34 |
| compound gates | 46 | 46 | 50.8 |
## placed cells by master, fill, tap and decap left out
cell type,n
nand2_1,11
clkdlybuf4s50_1,90
o21ai_1,1
o21ai_2,1
nor2b_1,1
o21ai_0,2
buf_4,4
a22oi_1,8
a21oi_1,19
nor2_1,26
or2_2,1
a21boi_0,1
inv_1,3
a221oi_1,3
a22o_1,10
mux2_2,5
o22ai_1,1
nand2b_1,1
nor2b_4,1
nor2b_2,1
## layout make-up
cell class,instances,area (sq um),share of cell area [%]
inverter,3,11.3,0.729
multi-input combinational,93,543,35.1
tap,48,60.1,3.89
timing repair buffer,94,931,60.2
Power is estimated from default activity; no workload was simulated.
