<file path="/design/flow/design.v">
module mux_4x1  (
    output reg [31:0] Y,
    input [1:0] S, 
    input [31:0] I0, I1, I2, I3
);
always @ (S, I0, I1, I2, I3)
	case (S) 
		2'b00:  Y <= I0;
		2'b01:  Y <= I1;
		2'b10:  Y <= I2;
		2'b11:  Y <= I3;
	endcase
endmodule
module mux_2x1 (
    output reg [31: 0]Y, 
    input S, 
    input[31: 0] I0, I1
);
    always @ (S, I0, I1) begin 
    if (S) Y = I1; 
    else Y = I0; 
    end
endmodule
module mux_2x5 (
    input [4:0] I0,
    input [4:0] I1,
    input S,
    output reg [4:0] Y
);
always @ (S, I0, I1) 
    if (S) Y = I1; 
    else Y = I0; 
endmodule
module mux_condtion (
    output reg [3:0] Y,
    input [3:0] I0, 
    input [3:0] I1,
    input        S
);
always @ (S, I0, I1) 
    if (S) Y = I1; 
    else Y = I0; 
endmodule
module adder32Bit (
    output reg [31:0] out,
    input [31:0] a,
    input [31:0] b
);
    always @* begin
        out <= a + b;
    end
endmodule
module SignExtender( 
    output reg [31:0] extended,
    input wire [21:0] extend
    );
    always @* begin
        extended[31:0] <= { {10{extend[21]}}, extend[21:0] };
    end
endmodule
module multiplierBy4 (
    output reg [31:0] multipliedOut,
    input  [31:0]     in
);
    always @* begin
        multipliedOut <= in << 2'b10;
    end
endmodule
</file>
<file path="/design/flow/run.sh">
#!/bin/bash
# OpenROAD 26Q1-2900-gdf79404cd8, Yosys 0.63+post, stock flow scripts
make -C /OpenROAD-flow-scripts/flow DESIGN_CONFIG=/design/flow/config.mk WORK_HOME=/design/flow/orfs finish
</file>
<file path="/design/flow/config.mk">
export PLATFORM = sky130hd
export DESIGN_NAME = mux_4x1
export DESIGN_NICKNAME = mux_4x1
export VERILOG_FILES = /design/flow/design.v
export SDC_FILE = /design/flow/constraint.sdc
export NUM_CORES = 4
export LEC_CHECK = 1
export CORE_AREA = 10 10 95 95
export DIE_AREA = 0 0 105 105
</file>
<file path="/design/flow/constraint.sdc">
current_design mux_4x1

set clk_period 1.1
set clk_io_pct 0.2

create_clock -name clk0 -period $clk_period

set non_clock_inputs [all_inputs -no_clocks]
set_input_delay [expr $clk_period * $clk_io_pct] -clock clk0 $non_clock_inputs
set_output_delay [expr $clk_period * $clk_io_pct] -clock clk0 [all_outputs]
</file>
==> flow_metrics.env <==
# implementation run metrics
export IMPL_grtUsageTotal=0.113
export IMPL_wl_per_cell_um=21.0
export IMPL_finalSetupViolCount=32
export IMPL_grt_max_degree=14
export IMPL_slew_violations=0
export IMPL_flop_area_um2=0
export IMPL_fp_utilization=0.118
export IMPL_vias=1246
export IMPL_cp_data_arrival_time_ns=1.19
export IMPL_grtUsageMet3=0.0752
export IMPL_ant_nets=0
export IMPL_antenna_found_initial=5
export IMPL_cp_start_kind="input port"
export IMPL_fin_util=0.347
export IMPL_dieArea_um2=11000
export IMPL_holdPathStages=3
export IMPL_synth_cell_types=5
export IMPL_drc_errors=0
export IMPL_hp_start="I3[9]"
export IMPL_maxCapViolCount=0
export IMPL_routed_wirelength_um=6440
export IMPL_yosys_area_top_type="mux4_2"
export IMPL_use_met2=0.178
export IMPL_grtUsageMet1=0.136
export IMPL_max_slew_margin=0.888
export IMPL_rows=30
export IMPL_pwr_density_cell_nw_per_um2=330
export IMPL_yosys_area_top_type_share=0.829
export IMPL_grt_busiest_layer="met2"
export IMPL_grt_pass1_vias=1545
export IMPL_postSynthSeqShare=0
export IMPL_ioPinCount=162
export IMPL_critical_path_max_stage_delay_ns=0.50
export IMPL_nClkBuffers=0
export IMPL_ys_chip_area_um2=815
export IMPL_drive_gt1_frac=0.382
export IMPL_layout_top_cell="dlygate4sd2_1"
export IMPL_crit_type="in2out"
export IMPL_io_buffers=162
export IMPL_cp_slowest_cell="mux4_2"
export IMPL_area_delta_synth_final_pct=194
export IMPL_die_size_x_um=105
export IMPL_overflow=0
export IMPL_drtPass1Iterations=4
export IMPL_flops=0
export IMPL_hold_viol=0
export IMPL_yosysCellCount=39
export IMPL_worstHoldPathType="in2out"
export IMPL_failed_checks="negative setup slack"
export IMPL_drtIter0Drc=18
export IMPL_rsz0062_at_grt="yes"
export IMPL_period_used=1.28
export IMPL_setup_slack_ns=-0.307
export IMPL_worst_slew_pin_slew_ns=0.168
export IMPL_fp_dieH_um=105
export IMPL_lay_top_cells="dlygate4sd2_1, mux4_2, buf_2"
export IMPL_grt_pass1_wl_um=9520
export IMPL_gp_congestion=0.820
export IMPL_critical_path_max_fanout=8
export IMPL_fillers=764
export IMPL_core_area_um2=6910
export IMPL_cpMostUsedCell="buf_12"
export IMPL_topCellsByArea="mux4_2, buf_12, mux4_1"
export IMPL_critPathTopFamily="multiplexers"
export IMPL_outcome="finished with violations"
export IMPL_timing_critical_path_buf_inv=4
export IMPL_avgSynthCellArea_um2=20.9
export IMPL_power_total_mw=0.790
export IMPL_synth_warnings=1
export IMPL_dp_cells=295
export IMPL_vdd_drop_max_mv=0.134
export IMPL_syn_area_um2=815
export IMPL_worstHoldEndpoint="Y[9]"
export IMPL_whs_ns=0.910
export IMPL_crit_path_end_kind="output pin"
export IMPL_fin_crit_ns=1.41
export IMPL_required_ns=0.88
export IMPL_warnings=35
export IMPL_leakage_nw=1.13
export IMPL_via_per_inst=4.06
export IMPL_synth_cells=39
export IMPL_instances_no_fill=307
export IMPL_cp_cell_sequence="buf_12 -> buf_12 -> buf_12 -> mux4_2 -> buf_2"
export IMPL_fmax_mhz=711
-- worst max-delay path by stage --
stage | start | endpoint | slack (ns) | cells past startpoint
after CTS | S[0] | Y[25] | -0.32 | 5
after global routing | S[0] | Y[25] | -0.34 | 5
final | S[0] | Y[25] | -0.31 | 5
-- what timing repair did --
action,4_1_cts,5_1_grt
resized,250,1
cloned,3,0
setup endpoints to repair,32,32
pin swaps,0,0
buffers inserted,5,0
hold buffers,0,0
-- power breakdown --
group	total (mW)	internal (mW)	switching, mW	leakage, nW
Clock	0.000000486	0.000000486	0	0.0000254
Combinational	0.790	0.579	0.211	1.13
Sequential	0	0	0	0
-- cell type report --
class	instances	area, um2	area share
well taps	96	120	0.0501
multi-input cells	32	721	0.301
repair buffers	175	1550	0.645
diodes	4	10.0	0.00418
-- cells by family after synthesis --
logic type	after synthesis	share of synthesized area
mux	32	0.894
buf+inv	7	0.106
-- synth_stat cells --
cell type / number
buf_12: 3
buf_2: 3
buf_6: 1
mux4_1: 2
mux4_2: 30
-- per-layer routing --
metal / vias up / wire [um]
met5: - / 13
met4: 2 / 1
met3: 2 / 1060
met2: 125 / 2810
met1: 566 / 2560
li1: 551 / -
-- stage by stage --
| stage | setup TNS, ns | instance area [um2] | setup WS, ns |
|---|---|---|---|
| after floorplan | -0.949 | 823 | -0.0316 |
| after global placement | -26.41 | 2530 | -0.900 |
| after detailed placement | -26.38 | 2530 | -0.900 |
| after CTS | -8.40 | 2390 | -0.320 |
| after global routing | -9.23 | 2390 | -0.343 |
| final | -8.13 | 2400 | -0.307 |
No activity file was given, so power comes from the tool's default toggle rates.
